## ./design.v

```verilog
package Definitions;
  typedef enum logic[3:0] {
      ADD = 4'b0000, 
      SUB = 4'b0001,
      AND = 4'b0010,
      OR  = 4'b0011,
      XOR = 4'b0100,
      SRL = 4'b0101,
      SLL = 4'b0110,
      XORR = 4'b0111,
      BEQ = 4'b1000,
      BNE = 4'b1001,
      BLT = 4'b1010
    } op_mne;
endpackage  
module RegFile #(parameter regAddressWidth=4, regDataWidth=8)(
  input[regAddressWidth-1:0] write_register, 	       
  input[regDataWidth-1:0] write_data,			           
  input[regAddressWidth-1:0] read_register,		       
  input[regDataWidth-1:0] R15_in,			           
  input      clk,								                     
  input      reg_write,           				           
  input      mem_read,                               
  output logic[regDataWidth-1:0]  R0_out, 		       
                                  R1_out,						 
                                  R15_out,					 
					                        read_data_out);		 
  logic[7:0] core[2**regAddressWidth];    		       
  assign R0_out = core[0];
  assign R1_out = core[1];
  assign R15_out = core[15];
  assign read_data_out = core[read_register];
  always_ff @(posedge clk) begin
    if(reg_write)				   				 
      core[write_register] <= write_data;
    if(mem_read)
      core[15] <= R15_in;
  end
endmodule
```

## ./config.mk

```make
export PLATFORM = sky130hd
export DESIGN_NAME = RegFile
export DESIGN_NICKNAME = RegFile
export VERILOG_FILES = /design/flow/design.v
export SDC_FILE = /design/flow/constraint.sdc
export NUM_CORES = 4
export LEC_CHECK = 1
export CORE_UTILIZATION = 50
```

## ./run.sh

```bash
#!/bin/bash
# OpenROAD 26Q1-2900-gdf79404cd8, Yosys 0.63+post, stock flow scripts
make -C /OpenROAD-flow-scripts/flow DESIGN_CONFIG=/design/flow/config.mk WORK_HOME=/design/flow/orfs finish
```

## ./constraint.sdc

```tcl
current_design RegFile

set clk_period 2.2
set clk_io_pct 0.2

create_clock -name clk0 -period $clk_period [get_ports {clk}]

set non_clock_inputs [all_inputs -no_clocks]
set_input_delay [expr $clk_period * $clk_io_pct] -clock clk0 $non_clock_inputs
set_output_delay [expr $clk_period * $clk_io_pct] -clock clk0 [all_outputs]
```

==> git commit body <==
Refresh implementation metrics

* Number of vias in the routed layout: 2741
- For the worst setup path, the data required time is 1760 ps.
- By count the netlist is led by sky130_fd_sc_hd__edfxtp_1, sky130_fd_sc_hd__mux4_2, sky130_fd_sc_hd__a22oi_1, sky130_fd_sc_hd__mux4_1, sky130_fd_sc_hd__nor2_1.
* Hold Path Sink: core[15][1]$_DFFE_PP_
- Per the detail_route report, vias per standard cell equal 5.46.
* Critical path startpoint category: flop
- After layout, the design draws a total of 5.65 mW.
* OpenROAD warnings: 27
- Total congestion overflow: 0
- The final timing report lists a hold violation count of 0.
- Routing usage on met1: 40.6%
* Number of hold buffers added after CTS: 0
- Global-route wire length before repair: 16800 um
- RSZ-0062 raised after global routing: yes
* Max FFs per register: 128
- core holds more flip-flops than any other register.
- The floorplan step defined a die boundary enclosing 10600 um2.
* Minimum clock period: 2270 ps
- Per the finish-stage timing summary, setup violations number 8.
- For this design the total switching power over the nets is 1.16 mW.
- First-pass detailed-route iteration total: 4
- Violations in the final reports: setup timing
- In the final timing run, aggregate negative setup slack is -293 ps.
- Placed Cells incl. Taps: 458
- Min-Delay Path Depth: 2
* Share of total power in combinational logic: 7.9%
- Proportion of register bits with asynchronous set or reset after synthesis: 0%
- Synth Seq Share: 75.6%
* Remaining antenna violation count after routing: 0
- Number of clock sinks: 128
- In this run the maximum-capacitance check reported violations numbering 0.
* FF+latch count, synth: 128
- In this run the standard cell core region covers 9820 um2.
- Die Span X: 103 um
- In the routed design, unresolved DRC markers number 0.
* Pwr/cell area: 829 nW/um2
* Post-synthesis cell count: 230
- Synthesized chip area reported by yosys: 5080 um2
- Yosys cell count: 230
* Largest registers: core (128)
* P&R area growth vs syn: 34.1%
- Net switching is 20.6% of the power.
* Init Core Util: 51.8%
- TritonCTS created 17 clock buffers.
- Post-Route WL: 11200 um
- Clock Pin Slew Worst Setup and Hold Paths: 60 ps
- Data arrives at the worst endpoint at 1830 ps.
- Iteration-0 DRC Markers: 132
* Fraction of final layout cells sized beyond drive strength 1: 39.0%
- Max fanout on the critical path was recorded as 1.
- Per report_power, the clock group accounts for 43.1% of the total.
* Yosys warns: 1
- VDD IR max: 0.456 mV
- Global routing put the most usage on met1.
* Peak Freq: 440 MHz
* Number of core rows: 36
- Die Ht: 103 um
- In this run the number of H-tree levels came out at 4.
- For this run the top cell type by instance count after synthesis was sky130_fd_sc_hd__edfxtp_1.
- The initial antenna violation count was 0.
- Crit share post-route: 103%
- Per the synthesis report, the dominant area consumer among library cells is sky130_fd_sc_hd__edfxtp_1.
- Dividing the detail-routed wire length by the instance count gives 22.2 um.
* ANT cells: 0
* Kind of critical path: reg2out
- Least setup slack across all paths after layout: -73.2 ps
- Root buffer cell: sky130_fd_sc_hd__clkbuf_8
* Result of the run: finished with violations
- Via count of the first global-routing pass: 3018
- 59 I/O pins were placed.
* Met2 routing resource usage after global routing: 38.1%
* Max-slew violations: 0
- Global routing used 25.6% of the available tracks across all layers.
- The script extracted a total leakage power of 2.36 nW.
- The filler cells instantiated in the layout total 650.
- Average instance area after synthesis: 22.1 um2
- Entering global routing, the biggest net connects 17 pins.
- TritonCTS built the clock tree.
- Checking max transition, the worst relative margin is 67.1%.
- Largest type area fraction: 75.6%
* Commonest flop: sky130_fd_sc_hd__edfxtp_1
* Port Buf Inserts: 58
* Met3 Track Usage GR: 13.2%
- Routability Congestion: 0.834
- P_int: 4.49 mW
- Distinct lib cells: 21
- Largest cells by area after synthesis: sky130_fd_sc_hd__edfxtp_1, sky130_fd_sc_hd__mux4_2, sky130_fd_sc_hd__mux4_1, sky130_fd_sc_hd__a22oi_1, sky130_fd_sc_hd__mux2_2
- STA reports the tightest min-delay check as being of type in2reg.
* Post-route insts no fill: 502
* Total half-perimeter wirelength after legalization and detailed placement: 7640 um
* Slew @ Worst Pin: 493 ps
- The power report attributes to the sequential group a share of 49.0%.
- The longest clock path from root to sink contains 2 buffers.
- Flip-flops with a built-in enable: 128
* Launch point of the worst hold path: R15_in[1]
* Netlist area before placement: 5080 um2
* Category of the worst setup path capture point: output pin
==> worst max-delay path by stage <==
stage / startpoint / to / cells past startpoint
after global routing: core[11][5]$_DFFE_PP_ / read_data_out[5] / 4
final: core[11][5]$_DFFE_PP_ / read_data_out[5] / 4
after CTS: core[15][5]$_DFFE_PP_ / read_data_out[5] / 4
==> final cells by class <==
cell class                 instances  area, um2  share of cell area [%]
clock buffer                      21        429                    6.29
clock inverter                    11       92.6                    1.36
multi-input combinational         91       1190                    17.4
sequential                       128       3840                    56.4
tap                              133        166                    2.44
timing repair buffer             118       1100                    16.1
==> cells in the final DEF (no fill, tap or decap), types with 2 or more instances in the layout <==
master and count:
sky130_fd_sc_hd__buf_2 9, sky130_fd_sc_hd__clkinvlp_4 5, sky130_fd_sc_hd__nand2_1 9, sky130_fd_sc_hd__mux4_2 25
sky130_fd_sc_hd__mux2_2 8, sky130_fd_sc_hd__clkbuf_1 4, sky130_fd_sc_hd__buf_12 7, sky130_fd_sc_hd__edfxtp_1 128
sky130_fd_sc_hd__nand2b_1 2, sky130_fd_sc_hd__nand3b_1 2, sky130_fd_sc_hd__mux4_1 7, sky130_fd_sc_hd__buf_4 52
sky130_fd_sc_hd__nor2_1 11, sky130_fd_sc_hd__nor3_1 4, sky130_fd_sc_hd__clkdlybuf4s50_1 48, sky130_fd_sc_hd__clkbuf_16 16
sky130_fd_sc_hd__a22oi_1 4, sky130_fd_sc_hd__a22oi_2 12, sky130_fd_sc_hd__clkinv_2 5
==> power groups by stage <==
stage	Sequential, mW	Clock, mW	Combinational [mW]
final	2.77	2.44	0.446
after global routing	2.78	2.59	0.483
after CTS	2.77	2.47	0.448
==> timing repair <==
| action | 4_1_cts | 5_1_grt |
|---|---|---|
| gates cloned | 1 | 0 |
| gates resized | 43 | 3 |
| pin swaps | 18 | 6 |
| buffers inserted | 10 | 1 |
| setup endpoints to repair | 8 | 8 |
==> metal layers <==
layer	vias up	wire, um	share of wire, %
li1	1231	-	-
met1	1359	4340	39
met2	139	5450	49
met3	12	1260	11
met4	0	118	1.1
met5	-	0	0
==> metrics by stage <==
step | utilization [%] | hold slack, ps | area [um2] | worst slack [ps]
floorplan | - | 539 | 5080 | 266
global placement | 62.9 | 1120 | 6170 | -592
detailed placement | 62.9 | 1130 | 6170 | -585
CTS | 69.2 | 599 | 6800 | -127
global route | 69.4 | 609 | 6820 | -174
finish | 69.4 | 615 | 6820 | -73.2
==> critical path, cell delays in order (launching register included) <==
cell	delay [ps]
sky130_fd_sc_hd__edfxtp_1	360
sky130_fd_sc_hd__mux4_2	500
sky130_fd_sc_hd__a22oi_2	260
sky130_fd_sc_hd__nand2_1	90
sky130_fd_sc_hd__buf_2	120
==> cells by family after synthesis <==
logic type / share of synthesized area (%)
simple gates: 3.15
mux: 17.0
buf+inv: 1.77
compound gates: 2.51
flops: 75.6
Power figures rest on the tool's default switching activity, not on a simulated workload.
