File: flow/design.v
package Definitions;
  typedef enum logic[3:0] {
      ADD = 4'b0000, 
      SUB = 4'b0001,
      AND = 4'b0010,
      OR  = 4'b0011,
      XOR = 4'b0100,
      SRL = 4'b0101,
      SLL = 4'b0110,
      XORR = 4'b0111,
      BEQ = 4'b1000,
      BNE = 4'b1001,
      BLT = 4'b1010
    } op_mne;
endpackage  
module PC #(parameter D=9)(
  input start,
        clk,
        zero,
        branch,
  input       [D-1:0] target,	 
  output logic[D-1:0] prog_ctr
);
  always_ff @(posedge clk)
  if(start)
    prog_ctr <= 0;
  else if(branch && zero)
    prog_ctr <= target;
  else
    prog_ctr <= prog_ctr + 'b1;
endmodule
File: flow/run.sh
#!/bin/bash
# OpenROAD 26Q1-2900-gdf79404cd8, Yosys 0.63+post, stock flow scripts
make -C /OpenROAD-flow-scripts/flow DESIGN_CONFIG=/design/flow/config.mk WORK_HOME=/design/flow/orfs finish
File: flow/config.mk
export PLATFORM = sky130hd
export DESIGN_NAME = PC
export DESIGN_NICKNAME = PC
export VERILOG_FILES = /design/flow/design.v
export SDC_FILE = /design/flow/constraint.sdc
export NUM_CORES = 4
export LEC_CHECK = 1
export CORE_AREA = 10 10 70 70
export DIE_AREA = 0 0 80 80
File: flow/constraint.sdc
current_design PC

set clk_period 1.8
set clk_io_pct 0.2

create_clock -name clk0 -period $clk_period [get_ports {clk}]

set non_clock_inputs [all_inputs -no_clocks]
set_input_delay [expr $clk_period * $clk_io_pct] -clock clk0 $non_clock_inputs
set_output_delay [expr $clk_period * $clk_io_pct] -clock clk0 [all_outputs]
==> results_dict.tcl <==
# flow metrics
set metrics [dict create \
    max_freq_mhz 633 \
    leakage_nw 0.250 \
    area_delta_synth_final_pct 69.2 \
    fin_worst_skew_ps 9.13 \
    fp.dieW_um 80 \
    top_register "prog_ctr" \
    grtUsageTotal_pct 4.71 \
    ys_async_sr_fraction_pct 0 \
    finish.utilization_pct 21.5 \
    crit_path_max_fanout 7 \
    largest_reg_flops 9 \
    vias 468 \
    drc 0 \
    pwr-share-clk_pct 31.8 \
    io_buffers 21 \
    hpwl_um 1160 \
    rr_startpoint "prog_ctr[0]" \
    wire_per_inst_um 11.8 \
    crit_type "reg -> out" \
    holdPathEnd "prog_ctr[8]" \
    htree_levels 1 \
    drt_iter0_drc 13 \
    crit_chain "clkdlybuf4s50_1" \
    hold_class "reg -> reg" \
    avgSynthCellArea_um2 8.86 \
    ys_ff 9 \
    core_um2 3420 \
    seq_area_frac_synth_pct 41.5 \
    synthCells 49 \
    yosys_warnings 1 \
    r2r_slack_ps 330 \
    tns_ps 0 \
    cts_hold_buf 0 \
    period_used_pct 87.7 \
    final_hold_viol_count 0 \
    hold_slack_ps 520 \
    switching_share_pct 24.1 \
    totalWireLength_um 1420 \
    grt_max_degree 10 \
    vdd_ir_drop_max_mv 0.232 \
    drive_gt1_share_pct 9.46 \
    cts_resized 0 \
    die_area_um2 6400 \
    finalSetupViolCount 0 \
    clkSlewWorstSetupHoldPaths_ps 60 \
    reg_top3 "prog_ctr: 9 flops" \
    max_slew_margin_pct 76.7 \
    ant_nets 0 \
    edf_count 0 \
    flop_cell "dfxtp_1" \
    max_stage_delay_ps 520 \
    yosysCellCount 49 \
    crit_family "buffers and inverters" \
    combGateArea_um2 245 \
    viasPerCell 3.90 \
    grt_pass1_vias 512 \
    clk_latency_ps 260 \
    min_period_ps 1580 \
    cts_buffer_depth 2 \
    grt-ovfl-total 0 \
    critPathBufInv 1 \
    startpoint_type "flip-flop" \
    critPathArrivalTime_ps 1220 \
    io_pins 22 \
    regArea_um2 180 \
    r2r-end "prog_ctr[6]" \
    die_y_um 80 \
    grt_pass1_wl_um 2360 \
    yosysUniqueCellTypes 21 \
    pwr-share-seq_pct 48.6 \
    syn_area_um2 434 \
    n_antenna_cell 0 \
    p_comb_share_pct 19.7 \
    rr_worst_depth 4 \
    row_count 21 \
    power_density_nw_per_um2 657 \
    numCtsBuffers 3 \
    drv_slew 0 \
    tightestPinTransition_ps 348 \
    slowest_stage "clkdlybuf4s50_1" \
    hp-start "prog_ctr[8]" \
    grt_setup_unrepaired "false" \
    warning_count 25 \
    max-cap-violations 0 \
    tritoncts "yes" \
    cts-root-buf "clkbuf_4" \
    firstDrtPassIters 2 \
    yosysChipArea_um2 434 \
    intPower_mw 0.367 \
    place.gp.congestion 0.713 \
    p_switching_mw 0.116 \
    initial_core_util_pct 12.7 \
    worst_hold_path.num_cells 2 \
    post_cts_buffers 0 \
    status "completed" \
    endpoint_kind "output pin" \
    cts.sinks 9 \
    required_ps 1440 \
    fill_cells 393 \
    antenna_found_initial 0 \
]
## logic make-up (layout without fill, tap and decap cells)
kind of cell / Yosys count / after routing / synth area share [%]
and+or+nand+nor: 23 / 23 / 29.1
adders and majority gates: 1 / 1 / 2.88
buffers and inverters: 2 / 27 / 2.02
DFF: 9 / 9 / 41.5
xor gates and xnor gates: 3 / 3 / 6.05
AOI/OAI and AO/OA: 11 / 11 / 18.4
## how the worst max path moves through the flow
stage                 slack, ps         from          end  cells past startpoint
after global routing        130  prog_ctr[4]  prog_ctr[4]                      1
after CTS                   200  prog_ctr[4]  prog_ctr[4]                      1
final                       220  prog_ctr[4]  prog_ctr[4]                      1
## cells in the mapped netlist, types with 2 or more instances
| master | count | area share [%] |
|---|---|---|
| or3_1 | 2 | 2.9 |
| nor4_1 | 2 | 2.9 |
| a221oi_1 | 2 | 4.0 |
| xor2_1 | 2 | 4.0 |
| dfxtp_1 | 9 | 41 |
| o21ai_0 | 2 | 2.3 |
| nand2_1 | 3 | 2.6 |
| a211oi_1 | 4 | 6.9 |
| nand3_1 | 2 | 2.3 |
| nor2_1 | 8 | 6.9 |
| and4_1 | 2 | 4.0 |
| a311oi_1 | 2 | 4.0 |
## layout make-up
class | count | area share, %
Timing Repair Buffer | 23 | 30.7
Clock buffer | 4 | 3.58
Tap cell | 46 | 7.84
Multi-Input combinational cell | 38 | 33.4
Sequential cell | 9 | 24.5
## tightest hold or removal path, delay by kind of cell (launching register included)
| kind | cells | cell delay [ps] |
|---|---|---|
| flip-flops | 1 | 320 |
| AND-OR/OR-AND | 2 | 160 |
## power by group through the flow
stage     clock, mW  sequential [mW]  combinational (mW)
5_1_grt       0.176            0.238               0.106
4_1_cts       0.159            0.235              0.0969
6_report      0.153            0.235              0.0950
## cell usage in the layout (no fill, tap or decap), types with 3 or more instances in the layout
cell             synthesis  final
a211oi_1                 4      4
clkbuf_4                 0      3
clkdlybuf4s50_1          0     21
dfxtp_1                  9      9
nand2_1                  3      3
nor2_1                   8      8
## layer usage
layer  track usage (%)  share of wire [%]  up-vias
li1                  -                  -      239
met1              5.82                 45      211
met2              6.66                 41       18
met3              3.52                 13        0
met4             0.352                  0        0
met5                 0                  0        -
## stage by stage
step | instance area, µm² | setup slack [ps] | cells | power, mW
detailed placement | 708 | 256 | 116 | 0.335
global placement | 708 | 252 | 116 | 0.333
finish | 734 | 221 | 120 | 0.483
floorplan | 434 | 501 | 49 | 0.263
global route | 734 | 134 | 120 | 0.520
CTS | 734 | 201 | 120 | 0.491
Power is estimated from default activity; no workload was simulated.
