[flow/config.mk]
export PLATFORM = sky130hd
export DESIGN_NAME = DataMem
export DESIGN_NICKNAME = DataMem
export VERILOG_FILES = /design/flow/design.v
export SDC_FILE = /design/flow/constraint.sdc
export NUM_CORES = 4
export LEC_CHECK = 1
export CORE_UTILIZATION = 40
[flow/constraint.sdc]
current_design DataMem

set clk_period 17.5
set clk_io_pct 0.2

create_clock -name clk0 -period $clk_period [get_ports {clk}]

set non_clock_inputs [all_inputs -no_clocks]
set_input_delay [expr $clk_period * $clk_io_pct] -clock clk0 $non_clock_inputs
set_output_delay [expr $clk_period * $clk_io_pct] -clock clk0 [all_outputs]
[flow/run.sh]
#!/bin/bash
# OpenROAD 26Q1-2900-gdf79404cd8, Yosys 0.63+post, stock flow scripts
make -C /OpenROAD-flow-scripts/flow DESIGN_CONFIG=/design/flow/config.mk WORK_HOME=/design/flow/orfs finish
[flow/design.v]
package Definitions;
  typedef enum logic[3:0] {
      ADD = 4'b0000, 
      SUB = 4'b0001,
      AND = 4'b0010,
      OR  = 4'b0011,
      XOR = 4'b0100,
      SRL = 4'b0101,
      SLL = 4'b0110,
      XORR = 4'b0111,
      BEQ = 4'b1000,
      BNE = 4'b1001,
      BLT = 4'b1010
    } op_mne;
endpackage  
module DataMem (
  input[7:0] dat_in,
  input      clk,
  input      wr_en,	           
  input[7:0] addr,		       
  output logic[7:0] dat_out);
  logic[7:0] core[256];        
  assign dat_out = core[addr];
  always_ff @(posedge clk) begin
    if(wr_en)				   
      core[addr] <= dat_in; 
  end
endmodule
==> results.sh <==
# flow metrics
export IMPL_async_flop_share=0
export IMPL_synth_adder_area_share=0
export IMPL_drc=0
export IMPL_crit_fanout=64
export IMPL_synth_cells=3539
export IMPL_drive_gt1_frac=0.254
export IMPL_top_regs="core: 2048 flops"
export IMPL_wire_per_inst_um=28.8
export IMPL_vias_per_cell=5.65
export IMPL_max_stage_delay_ps=1010
export IMPL_postCtsSetupBuffers=0
export IMPL_hold_viol_final=0
export IMPL_grt_max_degree=153
export IMPL_pre_cts_slack_ps=5150
export IMPL_cts_resized=0
export IMPL_slew_violations=0
export IMPL_slowest_stage="o41ai_1"
export IMPL_ys_sh_simple=0.0174
export IMPL_wirelength_mm=187
export IMPL_finalCriticalPeriod_ps=12220
export IMPL_total_power_mw=9.96
export IMPL_tightest_slew_ps=1110
export IMPL_firstDrtPassIters=5
export IMPL_crit_type="primary input to primary output"
export IMPL_netlist_logic_family_top="multiplexers"
export IMPL_worst_slack_ps=5280
export IMPL_hold_path_class="primary input to register"
export IMPL_clock_sinks=2048
export IMPL_port_buffers=25
export IMPL_ys_sh_mux=0.147
export IMPL_relSlewSlack=0.250
export IMPL_core_area_mm2=0.195
export IMPL_syn_avg_cell_area_um2=22.1
export IMPL_setup_viol=0
export IMPL_syn_area_mm2=0.0783
export IMPL_arrival_ps=8720
export IMPL_num_vias=36626
export IMPL_yosys_area_share_aoi=0.0363
export IMPL_fin_cells=6488
export IMPL_holdWs_ps=3110
export IMPL_mostFrequentLayoutCells="2048 x edfxtp_1, 512 x mux4_2, 256 x a22oi_1"
export IMPL_yosysTopAreaCell="edfxtp_1"
export IMPL_crit_start="addr[1]"
export IMPL_ys_seq_frac=0.785
export IMPL_final_common_cell="edfxtp_1"
export IMPL_powerDensity_mw_per_mm2=112
export IMPL_synth_stat_cells=3539
export IMPL_clock_fmax_ghz=0.0818
export IMPL_cts_root_buf="clkbuf_16"
export IMPL_synthTopCellsByArea="edfxtp_1 79%, mux4_2 15%, a22oi_1 2.5%, nor2_1 1.1%, a21oi_1 0.82%"
export IMPL_grt_pass1_wl_mm=275
export IMPL_cts_buffers=198
export IMPL_drv_cap=0
export IMPL_leakage_nw=26.7
export IMPL_ant_nets=0
export IMPL_vdd_drop_max_mv=0.104
export IMPL_rsz0062_at_grt="no"
export IMPL_chipArea_mm2=0.198
export IMPL_synth_top_area_share=0.785
export IMPL_finalSetupTns_ps=0
export IMPL_ctsHoldBuffers=0
export IMPL_gr_usage_all_layers=0.212
export IMPL_clk_pin_slew_worst_paths_ps=60
export IMPL_required_ps=14000
export IMPL_endpoint="dat_out[1]"
export IMPL_chipWidth_um=445
export IMPL_area_delta_synth_final_pct=13.1
export IMPL_path_cells="buf_8 > buf_4 > buf_4 > buf_4 > mux4_2 > a22oi_1 > a21oi_1 > o41ai_1 > nand4_1 > clkdlybuf4s50_1"
export IMPL_endpoint_kind="primary output"
export IMPL_cts_tree="done"
export IMPL_synth_cell_types=21
export IMPL_status="completed"
export IMPL_die_h_um=445
export IMPL_htreeDepth=4
export IMPL_dpl_hpwl_mm=109
export IMPL_ys_area_mm2=0.0783
export IMPL_cp_start_kind="primary input"
export IMPL_synth_warning_count=1
export IMPL_ff_type="edfxtp_1"
export IMPL_ios=26
export IMPL_crit_top_cell="buf_4"
export IMPL_edf_count=2048
export IMPL_drtIter0Drc=2457
export IMPL_placed_cells=6128
export IMPL_finalClockPeriodUsage=0.698
export IMPL_openroad_warnings=38
export IMPL_xor_share=0
export IMPL_regMostFlops="core"
export IMPL_grt_overflow=0
export IMPL_gp_congestion=0.871
export IMPL_antenna_found_initial=1
export IMPL_rows=162
export IMPL_grt_pass1_vias=40579
export IMPL_largest_reg_flops=2048
export IMPL_cts_buffer_depth=3
export IMPL_synth_flops=2048
export IMPL_initCoreUtil=0.402
[cells in the mapped netlist (7+ instances only)]
| library cell | instances |
|---|---|
| edfxtp_1 | 2048 |
| nor3_1 | 30 |
| nand4_1 | 8 |
| clkbuf_1 | 145 |
| nor2b_1 | 7 |
| nand3_1 | 13 |
| a22oi_1 | 256 |
| buf_2 | 36 |
| a21oi_1 | 128 |
| buf_1 | 19 |
| buf_4 | 16 |
| nand2_1 | 28 |
| nor2_1 | 232 |
| buf_6 | 16 |
| o41ai_1 | 32 |
| mux4_2 | 512 |
[cell type report]
class | instances | area [um2]
Fill cell | 15845 | 106000
Inverter | 1 | 3.75
Tap cell | 2624 | 3280
Clock inverter | 112 | 946
Sequential cell | 2048 | 61500
Timing Repair Buffer | 197 | 1700
Clock buffer | 247 | 5270
Antenna cell | 1 | 2.50
Multi-Input combinational cell | 1258 | 15900
[per-stage QoR]
stage                     utilization  cell area [um2]
final                           0.455            88600
after global routing            0.455            88600
after CTS                       0.455            88600
after detailed placement        0.423            82400
after global placement          0.423            82400
after floorplan                     -            78300
[cells by family after synthesis]
family | Yosys count
DFF | 2048
muxes | 512
and+or+nand+nor | 330
AOI/OAI and AO/OA | 416
buffers and inverters | 233
[per-layer routing]
metal | GRT usage | up-vias | share of wire
met4 | 0.0521 | 6 | 0.032
met3 | 0.143 | 294 | 0.15
met5 | 0.00904 | - | 0.0011
li1 | - | 15416 | -
met1 | 0.278 | 18962 | 0.34
met2 | 0.308 | 1948 | 0.48
[critical path: cells and delay by family]
| family | cells | cell delay (ps) |
|---|---|---|
| AND/OR/NAND/NOR | 1 | 420 |
| buffers and inverters | 5 | 2870 |
| AND-OR/OR-AND | 3 | 1440 |
| multiplexers | 1 | 380 |
[how the worst min path moves through the flow]
stage / start / cells after the start / slack, ps / endpoint
4_1_cts: dat_in[5] / 1 / 3060 / core[19][5]$_DFFE_PP_
5_1_grt: dat_in[5] / 1 / 3080 / core[19][5]$_DFFE_PP_
6_report: dat_in[5] / 1 / 3110 / core[19][5]$_DFFE_PP_
[power breakdown]
part	leakage [nW]	switching (mW)	internal [mW]
logic	5.26	0.294	0.156
registers	18.4	0.00212	5.41
clock network	3.03	1.77	2.33
Power is estimated from default activity; no workload was simulated.
